===== flow/config.mk =====
export PLATFORM = sky130hd
export DESIGN_NAME = Control
export DESIGN_NICKNAME = Control
export VERILOG_FILES = /design/flow/design.v
export SDC_FILE = /design/flow/constraint.sdc
export NUM_CORES = 4
export LEC_CHECK = 1
export CORE_AREA = 10 10 108 108
export DIE_AREA = 0 0 118 118

===== flow/constraint.sdc =====
current_design Control

set clk_period 3.0
set clk_io_pct 0.2

create_clock -name clk0 -period $clk_period [get_ports {clock}]

set non_clock_inputs [all_inputs -no_clocks]
set_input_delay [expr $clk_period * $clk_io_pct] -clock clk0 $non_clock_inputs
set_output_delay [expr $clk_period * $clk_io_pct] -clock clk0 [all_outputs]

===== flow/design.v =====
`timescale 1ns / 1ps
module BAU #(parameter msb=10)
(
input wire [msb:0] A,
input wire [msb:0] B,
input wire Op,
output reg signed [msb:0]Result
);
always @(*)
	case(Op)
		1: Result=A+B;				 
		0: Result=A-B;				 
		default: Result=0;
	endcase
endmodule
`timescale 1ns / 1ps
module Control
(
	input wire clock, 
	input wire reset,
	input wire [15:0] Instruction,
	output wire SelA,
	output wire SelB,
	output wire WrAcc,
	output wire Op,
	output wire WrRam,
	output wire RdRam,	
	output reg [10:0] Operand,
	output reg [10:0] PC
);
wire [10:0] Result;
wire WrPC;
reg [4:0] Opcode;
reg [10:0] PC_next;
reg OpPC;
reg [10:0] Cte;
always@*
begin
	PC_next=PC;
	if(WrPC)
		PC_next=Result;
end
always@(posedge clock,posedge reset)
begin 
		if(reset)
		begin
			PC<=11'b00000000000;
			OpPC<=1;
			Cte<=11'b00000000001;
		end
		else
		begin
			PC<=PC_next;
			Opcode<=Instruction[15:11];
			Operand<=Instruction[10:0];
		end
end
Instruction_decoder ID1
(		
		.WrPC(WrPC),
		.SelA(SelA),
		.SelB(SelB),
		.WrAcc(WrAcc),
		.Op(Op),
		.WrRam(WrRam),
		.RdRam(RdRam),
		.Opcode(Opcode)
);
BAU BAU1
(		
		.A(PC), 
		.B(Cte), 
		.Op(OpPC),
		.Result(Result)
);
endmodule
`timescale 1ns / 1ps
module Instruction_decoder
( 
output reg WrPC,
output reg [1:0] SelA,
output reg SelB,
output reg WrAcc,
output reg Op,
output reg WrRam,
output reg RdRam,
input [4:0]Opcode
);
always@*
case(Opcode)
	5'b00000: 
	begin
				WrPC=0;
				SelA=2'b00;
				SelB=0;
				WrAcc=0;
				Op=0;
				WrRam=0;
				RdRam=0;
	end
	5'b00001:			
	begin
				WrPC=1;
				SelA=2'b00;
				SelB=0;
				WrAcc=0;
				Op=0;
				WrRam=1;
				RdRam=0;	
	end
	5'b00010:			
	begin
				WrPC=1;
				SelA=2'b00;
				SelB=0;
				WrAcc=1;
				Op=0;
				WrRam=0;
				RdRam=1;
	end
	5'b00011:			
	begin
				WrPC=1;
				SelA=2'b01;
				SelB=0;
				WrAcc=1;
				Op=0;
				WrRam=0;
				RdRam=0;
	end
	5'b00100:			
	begin
				WrPC=1;
				SelA=2'b10;
				SelB=0;
				WrAcc=1;
				Op=1;
				WrRam=0;
				RdRam=1;
	end
	5'b00101:			
	begin
				WrPC=1;
				SelA=2'b10;
				SelB=1;
				WrAcc=1;
				Op=1;
				WrRam=0;
				RdRam=0;
	end
	5'b00110:			
	begin
				WrPC=1;
				SelA=2'b10;
				SelB=0;
				WrAcc=1;
				Op=0;
				WrRam=0;
				RdRam=1;
	end
	5'b00111:			
	begin
				WrPC=1;
				SelA=2'b10;
				SelB=1;
				WrAcc=1;
				Op=0;
				WrRam=0;
				RdRam=0;	
	end
	default:
	begin
				WrPC=0;
				SelA=2'b00;
				SelB=0;
				WrAcc=0;
				Op=0;
				WrRam=0;
				RdRam=0;
	end
	endcase
endmodule

===== flow/run.sh =====
#!/bin/bash
# OpenROAD 26Q1-2900-gdf79404cd8, Yosys 0.63+post, stock flow scripts
make -C /OpenROAD-flow-scripts/flow DESIGN_CONFIG=/design/flow/config.mk WORK_HOME=/design/flow/orfs finish

==> Slide: Implementation Results <==
Synthesis and Place & Route Summary

Synthesis
  • YS chip area: 0.00129 mm2
  • Mean Syn Cell Area: 14.7 um2
  • Share of the synthesized area in the top cell type: 37.2%
  • Post-Synth Simple-Gate Area: 16.8%
  • Ao+oa area frac: 1.94%
  • Netlist cell types: 27
  • Asr flop ratio synth: 32.4%
  • Top non-seq family: simple AND/OR/NAND/NOR gates
  • Top cells by instance count after synthesis: edfxtp_1 (16), dfrtp_1 (11), and2_1 (9)
  • Synth Cell Area: 0.00129 mm2
  • Ys flops: 34
  • # Cells Yosys: 88
  • Most common reg cell: edfxtp_1
  • Top area cell types: edfxtp_1 (37%), dfrtp_1 (21%), dfxtp_1 (11%)
  • Area fraction in mux cells: 2.42%
  • Yosys adder share: 0.969%
  • XOR/XNOR Fraction of Synth Area: 6.78%
  • Sequential-to-total area share from yosys stat: 69.4%
  • Ys Warns: 4
  • Mapped Cells: 88
  • Post-synth EDFFs: 16
  • Cell with the most instances after synthesis: edfxtp_1
  • Yosys top cell by area: edfxtp_1

Final timing
  • Slew headroom: 70.8%
  • Fin crit period: 2270 ps
  • Final Slew Violations: 0
  • Setup ws final: 729 ps
  • Final hold vios: 0
  • Achievable Freq: 440 MHz
  • Setup Viol. Count Final: 0
  • Unrepaired setup endpoints after global routing: false
  • Hold Slack: 481 ps
  • Worst slew pin tran: 426 ps
  • Total negative slack: 0 ps
  • Fin crit share: 75.7%
  • Worst Skew: 5.87 ps

Global routing
  • M2 GR Usage: 6.85%
  • GR peak layer: met2
  • All-layer global routing usage: 4.31%
  • Initial antenna violation count: 0
  • Largest net degree at the start of global routing: 14
  • Met3 Usage GRT: 2.33%
  • First-pass GRT wire length: 4950 um
  • Gr ovfl total: 0
  • Vias in the first global route: 876
  • Met1 usage: 5.00%

Die
  • Full die area: 0.0139 mm2
  • I/O pins: 46
  • # rows: 35
  • DIE WIDTH: 118 um
  • Placeable Area: 0.00928 mm2
  • Floorplan core density: 13.9%
  • Die height: 118 um

Cells and area
  • Final Util: 21.5%
  • Share of cells above drive strength 1: 9.93%
  • Layout area overhead: 54.7%
  • Filler Cells Inserted: 999

Power
  • Static Leakage: 0.761 nW
  • Power Dens Cells: 586 mW/mm2
  • Pwr Total: 1.17 mW
  • Worst vdd ir: 0.000168 V

Route
  • DRC viols: 0
  • Routed via count: 852
  • DR vias/cell: 3.16
  • 1st-iter DRT viols: 23
  • Diodes inserted: 0
  • Final WL: 3060 um
  • Router iterations before antenna repair: 4
  • Wire per inst: 11.3 um
  • ANT nets after route: 0

Setup path
  • Startpoint Class: register
  • Critical-path top delay cell: clkdlybuf4s50_1
  • Max incr delay on CP: 480 ps
  • WS Path Type: register to output port
  • WP data required: 2400 ps
  • CP endpoint kind: output port
  • Critical path's top delay family: simple AND/OR/NAND/NOR gates
  • Worst path bufs/invs: 1
  • Critical Path Fanout Max: 6
  • Crit path DAT: 1670 ps
  • Worst-path cell chain: nor2_1 > and2_1 > clkdlybuf4s50_1

Placed design
  • HPWL after DPL: 2470 um
  • Gp weighted congestion: 0.741
  • Place WS: 1000 ps
  • IO buf count: 45

Status
  • Status: complete, no violations

Clocking
  • Clk slew on worst S/H paths: 70 ps
  • CTS tree: done
  • Cts bufs inserted: 5
  • H-tree depth: 2
  • Worst-Skew Late Latency: 280 ps
  • Cts hold-fix bufs: 0
  • Number of clock sinks: 34
  • CTS root buffer: clkbuf_8
  • Post-CTS Setup Inserts: 0
  • Clock tree buffer depth: 2
  • Cts repair resizes: 0

Flow run
  • Max_cap viols: 0
  • OpenROAD warning count: 25

Min path
  • Hold/Removal Path Class: register to register
-- path summary, 6_finish.rpt --
path / start / to / slack, ps / cells past startpoint
min: PC[10] / PC[10] / 480 / 1
max reg2reg: Opcode[4] / PC[9] / 1490 / 3
min in group asynchronous: reset / PC[1] / 1050 / 3
min reg2reg: PC[10] / PC[10] / 480 / 1
max: Opcode[4] / WrRam / 730 / 3
max in group asynchronous: reset / PC[7] / 1790 / 3
-- power by group --
group | internal, mW | leakage [nW] | switching (mW)
Clock | 0.185 | 0.0515 | 0.165
Sequential | 0.550 | 0.359 | 0.0662
Combinational | 0.144 | 0.350 | 0.0611
Total | 0.879 | 0.761 | 0.292
-- area by class of cell --
class / instances / area, um2 / area share [%]
sequential: 34 / 896 / 44.9
inverter: 2 / 7.51 / 0.376
tap: 129 / 161 / 8.08
timing repair buffer: 47 / 465 / 23.3
clock buffer: 6 / 82.6 / 4.14
clock inverter: 2 / 11.3 / 0.564
multi-input combinational: 50 / 373 / 18.7
-- layout by cell type (no fill, tap or decap), drive strengths merged, types with 2 or more instances in the layout --
cell type,synthesis,layout
edfxtp,16,16
nand4,3,3
xor2,5,5
dfrtp,11,11
nand2b,2,2
clkbuf,1,6
nor3,3,3
and2,9,9
nand3,3,3
nor2,7,7
xnor2,5,5
buf,1,2
dfxtp,7,7
mux2i,2,2
inv,2,3
clkdlybuf4s50,0,45
-- layer usage --
layer	wire, um	up-vias
li1	-	413
met1	1170	397
met2	1430	35
met3	372	7
met4	80	0
met5	0	-
-- kinds of logic after synthesis --
kind of cell               Yosys count
DFF                                 34
and+or+nand+nor                     33
xor gates and xnor gates            10
buffers and inverters                4
AOI/OAI and AO/OA                    3
muxes                                3
adders and majority gates            1
-- through the flow --
stage               cells  instance area (um2)
floorplan              88                 1290
global placement      262                 1900
detailed placement    262                 1900
CTS                   270                 2000
global route          270                 2000
finish                270                 2000
Power and IR drop assume default switching activity.
